`design/flow/config.mk`:
```
export PLATFORM = sky130hd
export DESIGN_NAME = one_lane_traffic_light
export DESIGN_NICKNAME = one_lane_traffic_light
export VERILOG_FILES = /design/flow/design.v
export SDC_FILE = /design/flow/constraint.sdc
export NUM_CORES = 4
export LEC_CHECK = 1
export CORE_AREA = 10 10 79 79
export DIE_AREA = 0 0 89 89
```
`design/flow/constraint.sdc`:
```
current_design one_lane_traffic_light

set clk_period 2.2
set clk_io_pct 0.2

create_clock -name clk0 -period $clk_period [get_ports {clk}]

set non_clock_inputs [all_inputs -no_clocks]
set_input_delay [expr $clk_period * $clk_io_pct] -clock clk0 $non_clock_inputs
set_output_delay [expr $clk_period * $clk_io_pct] -clock clk0 [all_outputs]
```
`design/flow/design.v`:
```
module one_lane_traffic_light(
    input clk,
    input rst,
    input pedstrian_button,
    output reg red,
    output reg green,
    output reg yellow
);
reg [1:0]state , next_state;
reg [3:0]timer;
reg sec_tick;
reg [5:0]count;
parameter s0 = 2'b00,   
          s1 = 2'b01,   
          s2 = 2'b10;   
always @(posedge clk or posedge rst)begin
  if(rst)begin
  sec_tick <= 0;
  count <=0;
  end
  else if(count == 50 -1)begin
  sec_tick <= 1;
  count <= 0;
  end
  else begin
  sec_tick <= 0;
  count <= count + 1;
  end
end
always @(posedge clk or posedge rst)begin
   if(rst)
   timer <= 0;
   else if (sec_tick)begin
     if(state != next_state)
     timer <= 0;
     else
     timer <= timer +1;
   end
end
always @(posedge clk or posedge rst)begin
  if(rst)
  state <= s0;
  else
  state <= next_state;
end
always @(*)begin
case(state)
 s0 : begin
   if(timer == 10)
   next_state = s1;
   else if(timer >= 5 && pedstrian_button)
   next_state = s1;
   else
   next_state = s0;
 end
 s1 : begin
   if(timer == 3)
   next_state = s2;
   else
   next_state = s1;
 end
 s2: begin
   if(timer == 10)
   next_state = s0;
   else 
   next_state = s2;
 end
 default : next_state = s0;
endcase
end
always @(*)begin
   red = 0;
   green = 0;
   yellow = 0;
  case(state)
  s0 : green = 1;
  s1 : yellow = 1;
  s2 : red = 1;
  endcase
end
endmodule 
```
`design/flow/run.sh`:
```
#!/bin/bash
# OpenROAD 26Q1-2900-gdf79404cd8, Yosys 0.63+post, stock flow scripts
make -C /OpenROAD-flow-scripts/flow DESIGN_CONFIG=/design/flow/config.mk WORK_HOME=/design/flow/orfs finish
```
==> load_flow_metrics.sql <==
-- metrics for the results database
INSERT INTO impl_metrics (metric_group, metric, value, unit) VALUES
('clock_tree', 'buffer_type_at_the_clock_tree_root', 'sky130_fd_sc_hd__clkbuf_8', ''),
('detailed_routing', 'drc', '0', ''),
('final_timing', 'slew_headroom', '67.9', '%'),
('final_timing', 'rsz0062_at_grt', 'no', ''),
('grt', 'grt_max_degree', '14', ''),
('yosys', 'synth.yosys.seq_area_share', '46.0', '%'),
('job', 'maxCapViolCount', '0', ''),
('die', 'die_w', '89', 'um'),
('yosys', 'cells_in_synth_stat_txt', '67', ''),
('final_timing', 'setup_viol', '0', ''),
('grt', 'grt-ovfl-total', '0', ''),
('detailed_routing', 'routed_via_density', '3.80', ''),
('final_layout', 'final_layout_top_logic_cells', '13 x sky130_fd_sc_hd__dfrtp_1, 7 x sky130_fd_sc_hd__inv_1, 6 x sky130_fd_sc_hd__nor2_1, 6 x sky130_fd_sc_hd__ha_1, 5 x sky130_fd_sc_hd__clkdlybuf4s50_1', ''),
('yosys', 'yosys_register_bits', '13', ''),
('setup_path', 'critical_path.max_fanout', '6', ''),
('yosys', 'yosys.stat.chipArea', '707', 'um^2'),
('yosys', 'ys.warnings.count', '1', ''),
('clock_tree', 'cts_inserted_buffers', '3', ''),
('die', 'ioPinCount', '6', ''),
('clock_tree', 'tritoncts', 'built', ''),
('setup_path', 'data_arrival_time_of_the_worst_path', '1400', 'ps'),
('detailed_routing', 'detail_route.wl_per_cell', '9.95', 'um'),
('detailed_routing', 'detail_route.antenna_diodes', '0', ''),
('clock_tree', 'clk_path_buf_depth', '2', ''),
('setup_path', 'kind_of_critical_path', 'reg2out', ''),
('yosys', 'synthesis.area', '707', 'um^2'),
('final_layout', 'n_fill_cell', '482', ''),
('final_timing', 'worstMarginPinSlew', '481', 'ps'),
('setup_path', 'ff2ff_path_depth', '5', ''),
('final_layout', 'fraction_of_final_layout_cells_sized_beyond_drive_strength_1', '9.33', '%'),
('setup_path', 'critical_path.endpoint_type', 'primary output', ''),
('detailed_routing', 'drtIter0Drc', '19', ''),
('detailed_routing', 'routed_wl', '1.28', 'mm'),
('yosys', 'ys_types', '27', ''),
('clock_tree', 'cts_num_sinks', '13', ''),
('power_and_ir_drop', 'cellLeakagePower', '0.338', 'nW'),
('grt', 'grt_antenna_before_repair', '0', ''),
('setup_path', 'timing.critical_path.required', '1760', 'ps'),
('grt', 'grt_pass1_vias', '512', ''),
('clock_tree', 'cts-resized-gates', '0', ''),
('min_path', 'timing.hold.worst_path_depth', '1', ''),
('final_layout', 'core_utilization_of_the_finished_layout', '18.6', '%'),
('placement', 'gpl.final_weighted_congestion', '0.858', ''),
('detailed_routing', 'route.antenna.remaining_nets', '0', ''),
('final_timing', 'period_needed', '1840', 'ps'),
('placement', 'buffer_ports.inserted', '5', ''),
('detailed_routing', 'first_pass_iters', '2', ''),
('clock_tree', 'clock_latency', '230', 'ps'),
('final_timing', 'fmax', '544', 'MHz'),
('yosys', 'synth_cells', '67', ''),
('grt', 'groute.usage.overall', '3.62', '%'),
('die', 'dieHeight', '89', 'um'),
('final_timing', 'drv_slew', '0', ''),
('min_path', 'min_path_type', 'reg2reg', ''),
('clock_tree', 'clk_pin_slew', '50', 'ps'),
('yosys', 'synth.avg_cell_area', '10.6', 'um^2'),
('detailed_routing', 'total_number_of_vias', '490', ''),
('die', 'placeableCoreArea', '4660', 'um^2'),
('clock_tree', 'cts_hold_repair.buffers', '0', ''),
('power_and_ir_drop', 'power_per_cell_area', '520', 'nW/um^2'),
('final_layout', 'final_layout_top_logic_cell', 'sky130_fd_sc_hd__dfrtp_1', ''),
('final_timing', 'finalClockSkew', '0.882', 'ps'),
('final_timing', 'hold_viol', '0', ''),
('clock_tree', 'post_cts.repair.setup_buffers', '0', ''),
('final_timing', 'layout_worst_path_cycle_share', '83.6', '%'),
('die', 'floorplan.initialDensity', '15.2', '%'),
('placement', 'dp_hpwl', '982', 'um'),
('status', 'status', 'finished clean', ''),
('setup_path', 'kind_of_start_point_of_the_critical_path', 'flip-flop', ''),
('die', 'die_area', '7920', 'um^2'),
('clock_tree', 'cts_htree_levels', '1', ''),
('final_timing', 'tns', '0', 'ps'),
('grt', 'grt_pass1_wl', '2.33', 'mm'),
('power_and_ir_drop', 'ir_drop', '0.000166', 'V'),
('job', 'number_of_warnings_in_the_stage_logs', '29', ''),
('final_layout', 'syn2layout_area_growth', '22.5', '%'),
('die', 'core.rowCount', '25', '');
-- critical path: stages (launching register included) --
cell                              delay, ps
sky130_fd_sc_hd__dfrtp_1                410
sky130_fd_sc_hd__nand2b_1               190
sky130_fd_sc_hd__inv_1                   90
sky130_fd_sc_hd__clkdlybuf4s50_1        470
-- flip-flops by register name, indices dropped and copies added (netlist names) --
| name | count |
|---|---|
| count | 6 |
| timer | 4 |
| state | 2 |
| sec_tick | 1 |
-- routing by layer --
layer,vias up,global-route usage [%],wire length [um]
met3,2,1.84,101
met2,6,5.19,542
li1,249,-,-
met5,-,0,0
met4,0,0.723,12
met1,233,4.80,627
-- final timing paths --
check | start | end | slack, ps
min reg2reg | count[0] | count[0] | 520
max reg2reg | timer[0] | timer[0] | 700
min | count[0] | count[0] | 520
min in group asynchronous | rst | count[3] | 540
max in group asynchronous | rst | timer[1] | 1340
max | state[1] | yellow | 360
-- metrics by stage --
stage / area, um^2 / total power, W / std cells / hold WS (ps) / setup WS, ps
after floorplan: 707 / 0.000248 / 67 / 317 / 849
after global placement: 821 / 0.000253 / 125 / 495 / 551
after detailed placement: 821 / 0.000254 / 125 / 515 / 582
after CTS: 866 / 0.000460 / 129 / 529 / 343
after global routing: 866 / 0.000476 / 129 / 547 / 246
final: 866 / 0.000451 / 129 / 522 / 362
-- cell type report --
type	instances	area (um^2)	share of cell area (%)
Multi-Input combinational cell	46	352	40.6
Sequential cell	13	325	37.6
Tap cell	54	67.6	7.80
Timing Repair Buffer	5	50.0	5.78
Clock buffer	4	45.0	5.20
Inverter	7	26.3	3.03
-- cell usage after synthesis --
library cell	instances	area share (%)
sky130_fd_sc_hd__mux2i_1	1	1.4
sky130_fd_sc_hd__clkbuf_1	1	0.53
sky130_fd_sc_hd__nor2b_1	2	1.8
sky130_fd_sc_hd__or3_1	1	0.89
sky130_fd_sc_hd__nor2b_2	1	1.2
sky130_fd_sc_hd__xnor2_1	4	5.0
sky130_fd_sc_hd__o32ai_1	1	1.2
sky130_fd_sc_hd__a211oi_1	4	4.2
sky130_fd_sc_hd__a221oi_1	1	1.2
sky130_fd_sc_hd__nor3b_1	1	1.1
sky130_fd_sc_hd__ha_1	6	11
sky130_fd_sc_hd__xor2_1	2	2.5
sky130_fd_sc_hd__nand3_2	1	1.4
sky130_fd_sc_hd__nand4_1	1	0.89
sky130_fd_sc_hd__dfrtp_1	13	46
sky130_fd_sc_hd__nor2_1	6	3.2
sky130_fd_sc_hd__nand3_1	1	0.71
sky130_fd_sc_hd__a41o_2	1	1.6
sky130_fd_sc_hd__nand2b_1	2	1.8
sky130_fd_sc_hd__inv_1	7	3.7
sky130_fd_sc_hd__o21a_1	1	1.1
sky130_fd_sc_hd__o2111a_2	1	1.8
sky130_fd_sc_hd__a31oi_1	2	1.8
sky130_fd_sc_hd__a21oi_1	1	0.71
sky130_fd_sc_hd__nand4b_1	1	1.2
sky130_fd_sc_hd__nand2_1	2	1.1
sky130_fd_sc_hd__o21ai_0	2	1.4
-- cell families (layout without fill, tap and decap cells) --
family                     after synthesis  count (layout)  share of synthesized area, %
AOI/OAI and AO/OA                       14              14                          15.0
and+or+nand+nor                         19              19                          15.2
muxes                                    1               1                          1.42
adders and majority gates                6               6                          10.6
xor gates and xnor gates                 6               6                          7.43
buffers and inverters                    8              16                          4.25
DFF                                     13              13                          46.0
-- power breakdown --
group	switching (W)	internal, W	total [W]
clock network	0.0000741	0.000127	0.000201
logic	0.00000588	0.00000392	0.00000980
registers	0	0.000240	0.000240
Power and IR drop assume default switching activity.
