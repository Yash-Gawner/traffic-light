File: /design/flow/run.sh
#!/bin/bash
# OpenROAD 26Q1-2900-gdf79404cd8, Yosys 0.63+post, stock flow scripts
make -C /OpenROAD-flow-scripts/flow DESIGN_CONFIG=/design/flow/config.mk WORK_HOME=/design/flow/orfs finish
File: /design/flow/config.mk
export PLATFORM = sky130hd
export DESIGN_NAME = traffic_light_4_lane
export DESIGN_NICKNAME = traffic_light_4_lane
export VERILOG_FILES = /design/flow/design.v
export SDC_FILE = /design/flow/constraint.sdc
export NUM_CORES = 4
export LEC_CHECK = 1
export CORE_AREA = 10 10 89 89
export DIE_AREA = 0 0 99 99
File: /design/flow/constraint.sdc
current_design traffic_light_4_lane

set clk_period 2.2
set clk_io_pct 0.2

create_clock -name clk0 -period $clk_period [get_ports {clk}]

set non_clock_inputs [all_inputs -no_clocks]
set_input_delay [expr $clk_period * $clk_io_pct] -clock clk0 $non_clock_inputs
set_output_delay [expr $clk_period * $clk_io_pct] -clock clk0 [all_outputs]
File: /design/flow/design.v
module traffic_light_4_lane(
    input clk,
    input rst,
    input pedestrian_ns,
    input pedestrian_ew,
    output reg ns_green,
    output reg ns_yellow,
    output reg ns_red,
    output reg ew_green,
    output reg ew_red,
    output reg ew_yellow
);
parameter s0 = 2'b00,   
          s1 = 2'b01,   
          s2 = 2'b10,   
          s3 = 2'b11;   
reg [1:0]state , next_state;
reg tick_time;
reg [3:0]timer;
reg [5:0]count;   
always @(posedge clk or posedge rst)begin
  if(rst)begin
    tick_time <= 0;
    count <= 0;
  end
   else if(count == 50 - 1) begin  
    tick_time <= 1;
    count <= 0;
  end
  else begin
    tick_time <= 0;
    count <= count + 1;
  end
end
always @(posedge clk or posedge rst)begin
  if(rst)
  timer <= 0;
  else if(tick_time)begin
    if(state != next_state)
    timer <= 0;
    else 
    timer <= timer +1;
  end
end
always @(posedge clk or posedge rst)begin
  if(rst)
  state <= s0;
  else
  state <= next_state;
end
always @(*)begin
  next_state = state;
  case(state)
  s0 : begin
    if(timer == 15)
    next_state = s1;
    else if(timer >= 7 && pedestrian_ns)
    next_state = s1;
    else
    next_state = s0;
  end
  s1 : begin
    if(timer == 4)
    next_state = s2;
    else 
    next_state = s1;
  end
  s2 : begin
    if(timer == 15)
    next_state = s3;
    else if(timer >= 7 && pedestrian_ew)
    next_state = s3;
    else 
    next_state = s2;
  end
  s3 : begin
    if(timer == 4)
    next_state = s0;
    else 
    next_state = s3;
  end
  default : next_state = s0;
 endcase
end
always @(*)begin
    ns_green  = 0;
    ns_yellow = 0;
    ns_red    = 0;
    ew_green  = 0;
    ew_red    = 0;
    ew_yellow = 0;
  case(state)
  s0 : begin
    ns_green =1;
    ew_red =1;
  end
  s1 : begin
    ns_yellow =1;
    ew_red =1;
  end
  s2 : begin
    ns_red = 1;
    ew_green =1;
  end
  s3 : begin
    ns_red = 1;
    ew_yellow =1;
  end
  endcase
end
endmodule
==> qor.txt <==
VDD IR max -> 370.8 µV
Vias -> 508
Drt via density -> 3.277
Drt drc -> 0
Final Max Tran Viols -> 0
Vias in the first global route -> 506
Synth warn -> 1
Mapped Area -> 718.2 µm²
Initial antenna violation count -> 0
Largest net degree at the start of global routing -> 14
P&R area growth vs syn -> 27.18%
Part of the cycle the worst path needs -> 83.66%
WHS -> 0.5186 ns
Grt total ovfl -> 0
Switching Fraction -> 19.43%
CP max stage delay -> 0.47 ns
Leak -> 0.3507 nW
Met3 GRT Util -> 1.128%
CTS tree -> done
Critical Path Stages -> 2
Overall global routing resource usage -> 2.831%
Total Routed Length -> 1335 µm
Worst setup margin -> 0.3596 ns
Post-layout util -> 15.25%
CTS Buf Count -> 3
CP Launch Type -> register
Final hold vios -> 0
RSZ-0062 raised after global routing -> no
Syn Area/Cell -> 9.838 µm²
Hold Path Class -> primary input to async pin
Slew @ Worst Pin -> 0.6146 ns
Dominant cell area share -> 45.30%
Register share of total power -> 51.7%
Reg area -> 325.3 µm²
Hold buffers post-CTS -> 0
Worst path top cell family by delay -> flip-flops
DRT Pass-1 Iters -> 4
Core area -> 5991 µm²
Clk buf depth -> 2
Setup TNS Final -> 0 ns
DP Worst Slack -> 0.5835 ns
Top Usage Layer GRT -> met1
Dpl hpwl -> 959.6 µm
Gate power share -> 2.7%
Post-CTS sizing -> 0
Root Buffer Master -> clkbuf_8
Die Wd -> 99 µm
Final setup viols -> 0
Diodes inserted -> 0
WP buf/inv -> 1
Worst EP required -> 1.76 ns
First-pass GRT wire length -> 2394 µm
Fill cell count -> 662
Initial Util -> 11.99%
Share of layout cells above drive strength 1 -> 8.750%
Ys flops -> 13
CTS clk-pin slew, worst paths -> 0.06 ns
Main area contributors -> dfrtp_1 (45%), ha_1 (7.0%), inv_1 (3.7%), xnor2_1 (3.7%), a211oi_2 (3.5%)
Rows -> 28
CP cell instances -> and2b_1 > clkdlybuf4s50_1
Critical path's slowest cell -> dfrtp_1
Power Density -> 506.5 nW/µm²
RePlAce Congestion -> 0.7998
Critical path class -> register to output port
Worst Path Arrival -> 1.40 ns
PortBufs -> 9
Yosys cell count -> 73
Yosys chip area -> 718.2 µm²
First DRT Iteration DRCs -> 41
Worst Path Max Fanout -> 7
Grt met2 use -> 4.008%
GR Layer Usage met1 -> 4.008%
Internal -> 372.7 µW
Clock Sinks -> 13
Tmin final -> 1.840 ns
Slew margin rel. -> 58.71%
Post-synth ARST share -> 100.0%
MaxCap Viol Count -> 0
Psw -> 89.90 µW
Comb. cell area -> 332.8 µm²
Die Y -> 99 µm
Post-synthesis instance total -> 73
EDFF count, synth -> 0
Status -> finished, final reports clean
Unique masters post-synth -> 31
I/O pin count -> 10
Die area -> 9801 µm²
Post-DRT Antenna Nets -> 0
Area leader, netlist -> dfrtp_1
Max Clk Rate -> 0.5434 GHz
Worst Reg-to-Reg Cells -> 4
OpenROAD warning count -> 27
CP endpoint kind -> output port
H-tree depth -> 1
Wirelength per Cell -> 8.613 µm
Ys flop type -> dfrtp_1
Seq/Total Area, Yosys -> 45.30%
Insertion delay to the later sink of the worst-skew pair -> 0.24 ns
Clock power frac -> 45.6%
Setup Skew -> 0.004551 ns
Postcts setup bufs -> 0
==> area by class of cell <==
| class | instances | share of cell area (%) |
|---|---|---|
| clock buffer | 4 | 4.932 |
| inverter | 7 | 2.877 |
| multi-input combinational | 47 | 36.44 |
| sequential | 13 | 35.62 |
| tap | 75 | 10.27 |
| timing repair buffer | 9 | 9.863 |
==> cell families (layout without fill, tap and decap cells) <==
group           after synthesis  count (layout)  share of synthesized area [%]
mux                           1               1                          1.916
compound gates               13              13                          13.59
fa+ha+maj                     4               4                          6.969
simple gates                 24              24                          17.77
buf+inv                      13              20                          8.363
xor+xnor                      5               5                          6.099
flops                        13              13                          45.30
==> stage by stage <==
stage               cells  instance area, µm²  total power, mW
global placement      151               868.3           0.2564
detailed placement    151               868.3           0.2564
CTS                   155               913.4           0.4701
floorplan              73               718.2           0.2488
global route          155               913.4           0.4848
finish                155               913.4           0.4626
==> metal layers <==
layer	part of all wire, %	vias up
li1	-	260
met1	51	236
met2	41	10
met3	5.4	2
met4	2.1	0
met5	0	-
==> worst paths after layout <==
| check | startpoint | to | slack (ns) |
|---|---|---|---|
| max in group asynchronous | rst | count[0]$_DFF_PP0_ | 1.35 |
| setup reg to reg | timer[1]$_DFFE_PP0P_ | timer[0]$_DFFE_PP0P_ | 0.81 |
| hold / removal | rst | state[1]$_DFF_PP0_ | 0.52 |
| min in group clk0 | count[0]$_DFF_PP0_ | count[0]$_DFF_PP0_ | 0.52 |
| setup / recovery | state[1]$_DFF_PP0_ | ns_yellow | 0.36 |
| hold reg to reg | count[0]$_DFF_PP0_ | count[0]$_DFF_PP0_ | 0.52 |
==> cells in the final DEF, fill, tap and decap left out, drive strengths merged, types with 2 or more instances in the layout <==
cell type,count
o22ai,2
a21oi,3
nand2,3
xor2,2
clkbuf,4
ha,4
nand3,6
inv,7
dfrtp,13
xnor2,3
nor2,6
nand2b,2
a211oi,2
clkdlybuf4s50,9
==> synthesized netlist by cell type (3+ instances only) <==
library cell	number
a21oi_1	3
dfrtp_1	13
ha_1	4
inv_1	7
nand2_1	3
nand3_1	5
nor2_1	6
xnor2_1	3
==> power by group through the flow <==
stage	clock (mW)	sequential, mW	combinational [mW]
finish	0.211	0.239	0.0123
global route	0.232	0.239	0.0141
CTS	0.218	0.239	0.0130
==> registers in the layout (all words and copies together) (netlist names) <==
name and count:
tick_time 1, count 6, timer 4, state 2
Power is estimated from default activity; no workload was simulated.
